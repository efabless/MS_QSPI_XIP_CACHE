`run.sh`:
```
#!/bin/bash
# OpenROAD 26Q1-2900-gdf79404cd8, Yosys 0.63+post, stock flow scripts
make -C /OpenROAD-flow-scripts/flow DESIGN_CONFIG=/design/flow/config.mk WORK_HOME=/design/flow/orfs finish
```
`config.mk`:
```
export PLATFORM = sky130hd
export DESIGN_NAME = MS_QSPI_XIP_CACHE_ahbl
export DESIGN_NICKNAME = MS_QSPI_XIP_CACHE_ahbl
export VERILOG_FILES = /design/flow/design.v
export SDC_FILE = /design/flow/constraint.sdc
export NUM_CORES = 4
export LEC_CHECK = 1
export CORE_UTILIZATION = 50
export SYNTH_MEMORY_MAX_BITS = 65536
```
`constraint.sdc`:
```
current_design MS_QSPI_XIP_CACHE_ahbl

set clk_period 111.8
set clk_io_pct 0.2

create_clock -name clk0 -period $clk_period [get_ports {HCLK}]

set non_clock_inputs [all_inputs -no_clocks]
set_input_delay [expr $clk_period * $clk_io_pct] -clock clk0 $non_clock_inputs
set_output_delay [expr $clk_period * $clk_io_pct] -clock clk0 [all_outputs]
```
`design.v`:
```
`timescale          1ns/1ps
`default_nettype    none
module FLASH_QSPI #(parameter LINE_SIZE   = 16)(
    input   wire                        clk,
    input   wire                        rst_n,
    input   wire [23:0]                 addr,
    input   wire                        rd,
    output  wire                        done,
    output  wire [(LINE_SIZE*8)-1: 0]   line,      
    output  wire                        sck,
    output  wire                        ce_n,
    input   wire [3:0]                  din,
    output  wire [3:0]                  dout,
    output  wire                        douten
);
    reg     first;
    reg     d_first;
    reg     rd_rd_;
    wire    rd_done;
    wire    rst_done;
    wire        rd_sck;
    wire        rd_ce_n;
    wire [3:0]  rd_din;
    wire [3:0]  rd_dout;
    wire        rd_douten;
    wire         rst_sck;
    wire         rst_ce_n;
    wire [3:0]  rst_dout;
    wire        rst_douten;
    assign      done    = rd_done;
    assign      sck     = first ? rst_sck       :   rd_sck;
    assign      ce_n    = first ? rst_ce_n      :   rd_ce_n;
    assign      dout    = first ? rst_dout      :   rd_dout;
    assign      douten  = first ? rst_douten    :   rd_douten;
    assign      rd_din  = din;
    always @ (posedge clk or negedge rst_n)
        if(!rst_n) rd_rd_ <= 1'b0;
        else if(rst_done) rd_rd_ <= 1'b1;
        else if(rd_rd_) rd_rd_ <= 1'b0; 
    wire    rd_rd = d_first ? rd_rd_ : rd;
    always @ (posedge clk or negedge rst_n)
        if(!rst_n) first <= 1'b1;
        else if(rst_done) first <= 1'b0;
    always @ (posedge clk or negedge rst_n)
        if(!rst_n) d_first <= 1'b1;
        else d_first <= first;
    FLASH_READER_QSPI #(.LINE_SIZE(LINE_SIZE)) READER (
        .clk(clk),
        .rst_n(rst_n),
        .addr(addr),
        .rd(rd_rd),
        .done(rd_done),
        .line(line),
        .sck(rd_sck), 
        .ce_n(rd_ce_n), 
        .din(rd_din), 
        .dout(rd_dout), 
        .douten(rd_douten)  
    );
    FLASH_RESET RESET (
        .clk(clk),
        .rst_n(rst_n),
        .start(rd),
        .done(rst_done),
        .sck(rst_sck), 
        .ce_n(rst_ce_n), 
        .dout(rst_dout), 
        .douten(rst_douten)  
    );
endmodule
module FLASH_READER_QSPI #(parameter LINE_SIZE   = 16)(
    input   wire                        clk,
    input   wire                        rst_n,
    input   wire [23:0]                 addr,
    input   wire                        rd,
    output  wire                        done,
    output  wire [(LINE_SIZE*8)-1: 0]   line,      
    output  reg                         sck,
    output  reg                         ce_n,
    input   wire [3:0]                  din,
    output  wire [3:0]                  dout,
    output  wire                        douten
);
    localparam LINE_BYTES = LINE_SIZE;
    localparam LINE_CYCLES = LINE_BYTES * 8;
    localparam  IDLE =  1'b0, 
                READ =  1'b1;
    reg         state, nstate;
    reg [7:0]   counter;
    reg [23:0]  saddr;
    reg [7:0]   data [LINE_BYTES-1 : 0]; 
    reg         first;
    wire[7:0]   EBH = 8'heb;
    wire [7:0] data_0 = data[0];
    wire [7:0] data_1 = data[1];
    wire [7:0] data_15 = data[15];
    always @*
        case (state)
            IDLE:   if(rd) 
                        nstate = READ; 
                    else 
                        nstate = IDLE;
            READ:   if(done) 
                        nstate = IDLE; 
                    else 
                        nstate = READ;
        endcase 
    always @ (posedge clk or negedge rst_n)
        if(!rst_n) first <= 1'b1;
        else if(first & done) first <= 0;
    always @ (posedge clk or negedge rst_n)
        if(!rst_n) state <= IDLE;
        else state <= nstate;
    always @ (posedge clk or negedge rst_n)
        if(!rst_n) sck <= 1'b0;
        else if(~ce_n) sck <= ~ sck;
        else if(state == IDLE) sck <= 1'b0;
    always @ (posedge clk or negedge rst_n)
        if(!rst_n) ce_n <= 1'b1;
        else if(state == READ) ce_n <= 1'b0;
        else ce_n <= 1'b1;
    always @ (posedge clk or negedge rst_n)
        if(!rst_n) counter <= 8'b0;
        else if(sck & ~done) counter <= counter + 1'b1;
        else if(state == IDLE) 
            if(first) counter <= 8'b0;
            else counter <= 8'd8;
    always @ (posedge clk or negedge rst_n)
        if(!rst_n) saddr <= 24'b0;
        else if((state == IDLE) && rd) saddr <= addr;
    always @ (posedge clk)
        if(counter >= 20 && counter <= 19+LINE_BYTES*2)
            if(sck) 
                data[counter/2 - 10] <= {data[counter/2 - 10][3:0], din};  
    assign dout     =   (counter < 8)   ?   {3'b0, EBH[7 - counter]}    :
                        (counter == 8)  ?   saddr[23:20]                : 
                        (counter == 9)  ?   saddr[19:16]                :
                        (counter == 10) ?   saddr[15:12]                :
                        (counter == 11) ?   saddr[11:8]                 :
                        (counter == 12) ?   saddr[7:4]                  :
                        (counter == 13) ?   saddr[3:0]                  :
                        (counter == 14) ?   4'hA                        :
                        (counter == 15) ?   4'h5                        : 
                                            4'h0;    
    assign douten   = (counter < 20);
    assign done     = (counter == 19+LINE_BYTES*2);
    generate
        genvar i; 
        for(i=0; i<LINE_BYTES; i=i+1)
            assign line[i*8+7: i*8] = data[i];
    endgenerate
endmodule
module DMC_Nx16 #(parameter NUM_LINES = 16, parameter LINE_SIZE   = 16) (
    input wire                      clk,
    input wire                      rst_n,
    input wire  [23:0]              A,
    input wire  [23:0]              A_h,
    output wire [31:0]              Do,
    output wire                     hit,
    input wire [(LINE_SIZE*8)-1:0]  line,
    input wire                      wr
);
    localparam      LINE_WIDTH  = LINE_SIZE * 8;
    localparam      INDEX_WIDTH = $clog2(NUM_LINES);
    localparam      OFF_WIDTH   = $clog2(LINE_SIZE);
    localparam      TAG_WIDTH   = 24 - INDEX_WIDTH - OFF_WIDTH;
    reg [(LINE_WIDTH - 1): 0]   LINES   [(NUM_LINES-1):0];
    reg [(TAG_WIDTH - 1) : 0]   TAGS    [(NUM_LINES-1):0];
    reg                         VALID   [(NUM_LINES-1):0];
    wire [(OFF_WIDTH - 1) : 0]  offset  =   A[(OFF_WIDTH - 1): 0];
    wire [(INDEX_WIDTH -1): 0]  index   =   A[(OFF_WIDTH+INDEX_WIDTH-1): (OFF_WIDTH)];
    wire [(TAG_WIDTH-1)   : 0]  tag     =   A[23:(OFF_WIDTH+INDEX_WIDTH)];
    wire [(INDEX_WIDTH -1): 0]  index_h =   A_h[(OFF_WIDTH+INDEX_WIDTH-1): (OFF_WIDTH)];
    wire [(TAG_WIDTH-1)   : 0]  tag_h   =   A_h[23:(OFF_WIDTH+INDEX_WIDTH)];
    assign  hit =   VALID[index_h] & (TAGS[index_h] == tag_h);
    wire [LINE_WIDTH-1:0] selected_line = LINES[index];  
    assign Do = selected_line[32*offset[OFF_WIDTH-1:2] +: 32];
    integer i;
    always @ (posedge clk or negedge rst_n)
        if(!rst_n) 
            for(i=0; i<NUM_LINES; i=i+1)
                VALID[i] <= 1'b0;
        else  
            if(wr)
                VALID[index]    <= 1'b1;
    always @(posedge clk)
        if(wr) begin
            LINES[index]    <= line;
            TAGS[index]     <= tag;
        end
endmodule
module FLASH_RESET #(parameter RESET_CYCLES=1023) (
    input   wire            clk,
    input   wire            rst_n,
    input   wire            start,
    output  wire            done,
    output  wire            sck,
    output  wire            ce_n,
    output  wire [3:0]      dout,
    output  wire            douten
);
    wire[7:0]   C66 = 8'h66;
    wire[7:0]   C99 = 8'h99;
    reg[9:0]    counter;
    reg         ck;
    reg         idle;
    always @(posedge clk or negedge rst_n)
        if(!rst_n)  
            idle <= 1'b1;
        else if(start)   
            idle <= 1'b0;
    always @(posedge clk or negedge rst_n)
        if(!rst_n)
            ck <= 1'b0;
        else
            if(counter < RESET_CYCLES)
                ck <= ~ck;
    always @(posedge clk or negedge rst_n)
        if(!rst_n)
            counter <= 5'b0;
        else 
            if((idle == 1'b0) && (counter < RESET_CYCLES) && (ck == 1'b1))
                counter <= counter + 1;
    assign  ce_n    =   (counter > 10'd0 && counter < 10'd9)  ?   1'b0 :
                        (counter > 10'd11 && counter < 10'd20)?   1'b0 :    
                        1'b1;
    wire    d_o     =   (counter > 10'd0  && counter < 10'd9)  ?   C66[counter-1] :
                        (counter > 10'd11 && counter < 10'd20) ?   C99[counter-12] :
                        1'b0;
    assign  dout    =   {3'b0, d_o};
    assign  done    =   (counter == RESET_CYCLES);
    assign  douten  =   1'b1;
    assign  sck     =   ck & ~ce_n;
endmodule
`timescale          1ns/1ps
`default_nettype    none
module MS_QSPI_XIP_CACHE_ahbl #(parameter NUM_LINES = 32, LINE_SIZE = 32 ) 
(
    input   wire                HCLK,
    input   wire                HRESETn,
    input   wire                HSEL,
    input   wire [31:0]         HADDR,
    input   wire [1:0]          HTRANS,
    input   wire                HWRITE,
    input   wire                HREADY,
    output  reg                 HREADYOUT,
    output  wire [31:0]         HRDATA,
    output  wire                sck,
    output  wire                ce_n,
    input   wire [3:0]          din,
    output  wire [3:0]          dout,
    output  wire [3:0]          douten     
);
    localparam [1:0]    IDLE        = 2'b00;
    localparam [1:0]    WAIT        = 2'b01;
    localparam [1:0]    RW          = 2'b10;
    localparam OFF_WIDTH            = $clog2(LINE_SIZE);
    wire [31:0]                 c_datao;
    wire [(LINE_SIZE*8)-1:0]    c_line;
    wire                        c_hit;
    reg [1:0]                   c_wr;
    wire [23:0]                 c_A;
    wire                        fr_rd;
    wire                        fr_done;
    wire                        doe;
    reg [1:0]   state, nstate;
    reg             last_HSEL;
    reg [31:0]      last_HADDR;
    reg             last_HWRITE;
    reg [1:0]       last_HTRANS;
    always@ (posedge HCLK or negedge HRESETn) 
    begin
        if(~HRESETn) begin
            last_HSEL   <= 'b0;
            last_HADDR  <= 'b0;
            last_HWRITE <= 'b0;
            last_HTRANS <= 'b0;
        end
        else if(HREADY) begin
            last_HSEL   <= HSEL;
            last_HADDR  <= HADDR;
            last_HWRITE <= HWRITE;
            last_HTRANS <= HTRANS;
        end
    end
    always @ (posedge HCLK or negedge HRESETn)
        if(HRESETn == 0) 
            state <= IDLE;
        else 
            state <= nstate;
    always @* begin
        nstate = IDLE;
        case(state)
            IDLE :   if(HTRANS[1] & HSEL & HREADY & c_hit) 
                            nstate = RW;
                        else if(HTRANS[1] & HSEL & HREADY & ~c_hit) 
                            nstate = WAIT;
            WAIT :   if(c_wr[1]) 
                            nstate = RW; 
                        else  
                            nstate = WAIT;
            RW   :   if(HTRANS[1] & HSEL & HREADY & c_hit) 
                            nstate = RW;
                        else if(HTRANS[1] & HSEL & HREADY & ~c_hit) 
                            nstate = WAIT;
        endcase
    end
    always @(posedge HCLK or negedge HRESETn)
        if(!HRESETn) 
            HREADYOUT <= 1'b1;
        else
            case (state)
                IDLE :  if(HTRANS[1] & HSEL & HREADY & c_hit) 
                            HREADYOUT <= 1'b1;
                        else if(HTRANS[1] & HSEL & HREADY & ~c_hit) 
                            HREADYOUT <= 1'b0;
                        else 
                            HREADYOUT <= 1'b1;
                WAIT :  if(c_wr[1]) 
                            HREADYOUT <= 1'b1;
                        else 
                            HREADYOUT <= 1'b0;
                RW   :  if(HTRANS[1] & HSEL & HREADY & c_hit) 
                            HREADYOUT <= 1'b1;
                        else if(HTRANS[1] & HSEL & HREADY & ~c_hit) 
                            HREADYOUT <= 1'b0;
            endcase
    assign fr_rd        =   ( HTRANS[1] & HSEL & HREADY & ~c_hit & (state==IDLE) ) |
                            ( HTRANS[1] & HSEL & HREADY & ~c_hit & (state==RW) );
    assign c_A          =   last_HADDR[23:0];
    DMC_Nx16 #(.NUM_LINES(NUM_LINES), .LINE_SIZE(LINE_SIZE)) 
        CACHE ( 
                .clk(HCLK), 
                .rst_n(HRESETn), 
                .A(last_HADDR[23:0]), 
                .A_h(HADDR[23:0]), 
                .Do(c_datao), 
                .hit(c_hit), 
                .line(c_line), 
                .wr(c_wr[1]) 
            );
    FLASH_QSPI  #(.LINE_SIZE(LINE_SIZE))FR (   
                .clk(HCLK), 
                .rst_n(HRESETn), 
                .addr({HADDR[23:OFF_WIDTH], {OFF_WIDTH{1'b0}}}), 
                .rd(fr_rd), 
                .done(fr_done), 
                .line(c_line),
                .sck(sck), 
                .ce_n(ce_n), 
                .din(din), 
                .dout(dout), 
                .douten(doe) 
            );
    assign HRDATA   = c_datao;
    always @ (posedge HCLK or negedge HRESETn) 
        if(~HRESETn)
            c_wr <= 'b0;
        else begin
            c_wr[0] <= fr_done;
            c_wr[1] <= c_wr[0];
        end
    assign douten = {4{doe}};
endmodule
```
==> results_dict.tcl <==
# implementation run metrics
set metrics [dict create \
    status "finished clean" \
    slew_viol_final 0 \
    dieArea_mm2 0.685 \
    fmax_mhz 31.6 \
    ctsRootBufferMaster "clkbuf_16" \
    area_delta_synth_final_pct 12.7 \
    ys_ff 9002 \
    ctsResizeCount 0 \
    crit_required_ns 89.44 \
    drt_iter0_drc 9407 \
    cts_buffer_depth 4 \
    yosys-stat-cells 13200 \
    num_rows 302 \
    cts_sinks 9002 \
    ir_drop_v 0.0000173 \
    drtPass1Iterations 7 \
    drive_gt1_share_pct 33.1 \
    ys_types 65 \
    vias 151000 \
    ys_seq_share_pct 79.1 \
    critPathCaptureType "primary output" \
    die_y_um 828 \
    fin_tns_setup_ns 0 \
    portBuffers 73 \
    postCtsHoldBufs 0 \
    viasPerCell 6.28 \
    p_total_mw 7.09 \
    critPathMaxFanout 50 \
    warnings 54 \
    fp.dieW_um 828 \
    slew_headroom_pct 25.7 \
    overflow 0 \
    grtUsageTotal_pct 29.2 \
    core_area_mm2 0.678 \
    netlist_instances 13200 \
    drv_cap 0 \
    grt_max_degree 107 \
    syn_area_mm2 0.341 \
    cts_made_buffers 875 \
    critPathLaunchType "register" \
    drc_errors 0 \
    route.antenna.remaining_nets 0 \
    p_per_area_mw_per_mm2 18.4 \
    finalClockPeriodUsage_pct 28.3 \
    critPathKind "reg -> out" \
    synthFlopType "edfxtp_1" \
    grt_pass1_wl_mm 1230 \
    grt_pass1_vias 173000 \
    worst_slew_pin_slew_ns 1.12 \
    edf_count 8896 \
    hold_viol 0 \
    htree_num_levels 6 \
    antenna_found_initial 27 \
    tritoncts "built" \
    place_congestion 0.848 \
    ys_async_sr_fraction_pct 1.18 \
    postCtsSetupBuffers 0 \
    setup_viol 0 \
    fp_util_pct 50.3 \
    wl_per_cell_um 36.2 \
    clock_latency_ns 1.17 \
    period_needed_ns 31.61 \
    io-pin-count 86 \
    skew_ns 0.0682 \
    rsz0062_at_grt "no" \
    p_leak_nw 119 \
    num-fill-cells 46800 \
    yosys_warnings 6 \
    synth-area-yosys_mm2 0.341 \
    avgSynthCellArea_um2 25.8 \
    worstPathArrival_ns 9.25 \
    wl_mm 868 \
    clk_pin_slew_ns 0.06 \
    worstHoldPathType "reg -> reg" \
    dp_hpwl_mm 468 \
]
==> cells in the final DEF (no fill, tap or decap), types with 35 or more instances in the layout <==
cell type | netlist | final
edfxtp_1 | 8896 | 8896
nand2_1 | 76 | 75
clkbuf_16 | 0 | 879
mux2i_1 | 78 | 78
mux4_2 | 2820 | 2820
nand3_1 | 35 | 35
diode_2 | 0 | 48
buf_4 | 5 | 711
clkinv_1 | 0 | 219
bufinv_16 | 0 | 73
dfrtp_1 | 99 | 89
clkbuf_1 | 470 | 210
clkdlybuf4s50_1 | 0 | 63
mux2_2 | 49 | 49
clkinv_2 | 0 | 141
==> metrics by stage <==
step | hold slack, ns | instance area [um2] | cells | util, % | setup slack [ns]
5_1_grt | 0.356 | 384000 | 24000 | 56.7 | 79.79
3_3_place_gp | 0.338 | 357000 | 22300 | 52.6 | 81.33
2_1_floorplan | 0.331 | 341000 | 13200 | - | 85.86
3_5_place_dp | 0.336 | 357000 | 22300 | 52.6 | 81.24
6_report | 0.347 | 384000 | 24000 | 56.7 | 80.19
4_1_cts | 0.350 | 384000 | 23900 | 56.7 | 79.98
==> flip-flops by register name, indices dropped and copies added (netlist names), 8 cells and up <==
signal,count
last_HADDR,22
FR.READER.data,256
CACHE.TAGS,448
FR.READER.saddr,19
FR.READER.counter,8
CACHE.VALID,32
CACHE.LINES,8192
FR.RESET.counter,10
==> per-layer routing <==
metal | up-vias | GRT usage (%) | routed length (um)
met5 | - | 2.44 | 2390
met4 | 73 | 7.45 | 29400
met3 | 1569 | 27.7 | 190000
met2 | 12800 | 40.8 | 408000
met1 | 76100 | 33.4 | 238000
li1 | 60300 | - | -
==> final timing paths <==
path	startpoint	to	slack (ns)	cells after the start
min	c_wr[0]$_DFF_PN0_	c_wr[1]$_DFF_PN0_	0.35	0
max in group asynchronous	HRESETn	last_HADDR[3]$_DFFE_PN0P_	89.51	2
min in group asynchronous	HRESETn	FR.RESET.counter[3]$_DFFE_PN0P_	21.17	1
max	last_HADDR[6]$_DFFE_PN0P_	HRDATA[23]	80.19	12
max reg2reg	last_HADDR[7]$_DFFE_PN0P_	CACHE.LINES[23][115]$_DFFE_PP_	105.41	7
min reg2reg	c_wr[0]$_DFF_PN0_	c_wr[1]$_DFF_PN0_	0.35	0
==> cell type report <==
| type | count | area (um2) | share of cell area [%] |
|---|---|---|---|
| Multi-Input combinational cell | 3517 | 68800 | 17.9 |
| Inverter | 26 | 97.6 | 0.0254 |
| Clock inverter | 516 | 4880 | 1.27 |
| Tap cell | 8968 | 11200 | 2.92 |
| Sequential cell | 9002 | 270000 | 70.2 |
| Timing Repair Buffer | 815 | 6670 | 1.73 |
| Clock buffer | 1094 | 22900 | 5.94 |
| Antenna cell | 48 | 120 | 0.0312 |
==> kinds of logic after synthesis <==
| kind of cell | count (synthesis) | synth area share [%] |
|---|---|---|
| AND-OR/OR-AND | 179 | 0.358 |
| adder cells (fa/ha/maj) | 16 | 0.0587 |
| AND/OR/NAND/NOR | 323 | 0.466 |
| flip-flops | 9002 | 79.1 |
| buffers and inverters | 717 | 0.810 |
| multiplexers | 2968 | 19.1 |
| XOR/XNOR | 31 | 0.0796 |
==> critical path, stage by stage (launching register included) <==
cell and delay, ns:
dfrtp_4 0.81, buf_4 0.69, buf_4 0.72, buf_4 0.70, buf_4 0.66, buf_4 0.56
buf_4 0.63, buf_4 0.55, mux4_2 0.40, mux4_2 0.48, mux4_2 0.50, mux4_2 0.68
clkdlybuf4s50_1 0.51
==> synth_stat cells, drive strengths merged (26+ instances only) <==
cell type	n	area share [%]
mux2	70	0.25
mux2i	78	0.23
edfxtp	8896	78
mux4	2820	19
buf	221	0.26
o21ai	34	0.050
a22oi	27	0.059
or2	33	0.061
nor2	90	0.10
clkbuf	470	0.52
nand3	35	0.051
a21oi	26	0.038
nand2	76	0.084
inv	26	0.029
dfrtp	99	0.73
==> report_power, final <==
| part | switching, mW | total [mW] | internal [mW] |
|---|---|---|---|
| clock network | 1.24 | 2.85 | 1.61 |
| logic | 0.295 | 0.548 | 0.253 |
| registers | 0.0104 | 3.69 | 3.68 |
| total | 1.54 | 7.09 | 5.54 |
